File: /design/flow/run.sh
#!/bin/bash
# OpenROAD 26Q1-2900-gdf79404cd8, Yosys 0.63+post, stock flow scripts
make -C /OpenROAD-flow-scripts/flow DESIGN_CONFIG=/design/flow/config.mk WORK_HOME=/design/flow/orfs finish
File: /design/flow/config.mk
export PLATFORM = sky130hd
export DESIGN_NAME = reorder_validQ
export DESIGN_NICKNAME = reorder_validQ
export VERILOG_FILES = /design/flow/design.v
export SDC_FILE = /design/flow/constraint.sdc
export NUM_CORES = 4
export LEC_CHECK = 1
export CORE_AREA = 10 10 103 103
export DIE_AREA = 0 0 113 113
File: /design/flow/constraint.sdc
current_design reorder_validQ

set clk_period 1.8
set clk_io_pct 0.2

create_clock -name clk0 -period $clk_period [get_ports {clock}]

set non_clock_inputs [all_inputs -no_clocks]
set_input_delay [expr $clk_period * $clk_io_pct] -clock clk0 $non_clock_inputs
set_output_delay [expr $clk_period * $clk_io_pct] -clock clk0 [all_outputs]
File: /design/flow/design.v
package sigmoid_sp_s10_500_ver_safe_path_ver;
    typedef logic[8*512-1:0] mystring;
    function mystring safe_path_ver(mystring path);
            safe_path_ver = path;
    endfunction
endpackage
package sigmoid_sp_s10_500_ver_safe_path_ver;
    typedef logic[8*512-1:0] mystring;
    function mystring safe_path_ver(mystring path);
            safe_path_ver = path;
    endfunction
endpackage
module reorder_validQ
#(parameter ADDR_WIDTH=4)
(
	input wrdata,
	input [(ADDR_WIDTH-1):0] wraddr, rdaddr,
	input we_a, clock, nrst,
	output reg q_a
);
reg [2**ADDR_WIDTH-1:0] ram;
always @ (posedge clock)
begin
    if (!nrst) begin
        ram <= 0;
        q_a <= 0;
    end
    else begin
        if (we_a) begin
            ram[wraddr] <= wrdata;
        end
        q_a <= ram[rdaddr];
    end
end
endmodule
==> results_dict.tcl <==
# place-and-route summary
set metrics [dict create \
    critical_path_peak_fanout 5 \
    cap_viol_max_count 0 \
    placeable_area_mm2 0.008299 \
    synth_top_flop_cell "dfxtp_1" \
    cts_root_buffer "clkbuf_8" \
    warning_count 28 \
    worstSetupPathType "in2reg" \
    cts_tree "done" \
    sequential_cell_area_um2 340.3 \
    timing.critical_path.max_delay_family "buffers and inverters" \
    insertedDiodeCount 0 \
    timing_max_transition_violations_final 0 \
    grt_first_pass_wirelength_mm 4.871 \
    cts_max_level 1 \
    final-comb-area_um2 783.3 \
    clkLatencyLatePin_ns 0.25 \
    clock_sinks 17 \
    syn-mean-instance-area_um2 9.259 \
    top_area_frac 0.3063 \
    crit_path_cell_trace "clkdlybuf4s50_1, nor3_1, buf_4, o32ai_4, nand3_1, a31o_2" \
    worst_slew_margin_rel 0.6045 \
    async_reset_ff_frac 0 \
    maximum_clock_insertion_buffer_count 2 \
    number_of_antenna_violations_at_the_first_check_in_global_routing 0 \
    library_cell_with_the_largest_summed_area_after_synthesis "dfxtp_1" \
    yosys.cell_types.count 41 \
    syn_to_layout_area_delta_pct 47.41 \
    via_count_of_the_first_global_routing_pass 962 \
    synth-seq-cells 17 \
    yosys_area_mm2 0.001111 \
    internal_power_uw 656.2 \
    ir_worst_vdd_mv 0.2456 \
    yosys_warn_count 1 \
    cp.required_ns 1.96 \
    finalSetupViolations 0 \
    critPathLaunchType "primary input" \
    tns_ns 0 \
    fmax_ghz 0.6048 \
    synth-cells-yosys 120 \
    fp.dieH_um 113 \
    transition_at_the_pin_with_the_smallest_max_transition_slack_ns 0.5887 \
    finalClockSkew_ns 0.009313 \
    nature_of_the_critical_path_endpoint "register" \
    arrival_ns 1.81 \
    chip_area_mm2 0.01277 \
    status "finished clean" \
    postSynthSeqShare 0.3063 \
    dr_total_vias 1037 \
    gp_routability_congestion 0.8312 \
    avgRoutedWirePerCell_um 11.41 \
    route.detailed.drc 0 \
    syn_area_mm2 0.001111 \
    io_pins 13 \
    seq_power_share 0.427 \
    post-route-period-util 0.9186 \
    finalWirelength_mm 2.977 \
    ys_top_cells_by_count "dfxtp_1, nand2_1, nand3_1, mux2i_1, a32o_1" \
    grt_setup_unrepaired "no" \
    swShare 0.2756 \
    chipWidth_um 113 \
    detail_route.first_pass.iterations 4 \
    vias_per_cell 3.973 \
    final_antenna_net_count 0 \
    worst_hold_path_type "reg2reg" \
    power.clock.fraction 0.323 \
    grt.total_usage 0.04409 \
    cellLeakagePower_uw 0.0006303 \
    slowest_stage "clkdlybuf4s50_1" \
    critPathMaxStageDelay_ns 0.53 \
    worst_setup_hold_path_clk_slew_ns 0.07 \
    core_util_floorplan 0.1339 \
    numCtsBuffers 3 \
    power_per_cell_area_mw_per_mm2 553.0 \
    finalWorstPathRequiredPeriod_ns 1.653 \
    net-switching-power_uw 249.6 \
    postLayoutCoreUtil 0.1973 \
    pwr-share-comb 0.251 \
    grt_overflow_total 0 \
    post_synth_inst_count 120 \
    netlist_top_cells_area "dfxtp_1, mux2i_1, nand2_1, a32o_1, nand3_1" \
    number_of_enable_type_register_cells_in_the_synthesized_netlist 0 \
    drt-initial-drc-count 50 \
    hpwlAfterDp_mm 2.333 \
    num_rows 33 \
    port_buffer_count 12 \
    hold_violations 0 \
    pin_count_of_the_biggest_net_entering_global_routing 19 \
    fill_cells 899 \
    post_route_cells_drive_above_1_share 0.3077 \
    cp.buffers_inverters 2 \
]
==> cells by family after synthesis <==
logic type | share of synthesized area
adders and majority gates | 0.04505
xor gates and xnor gates | 0.03717
and+or+nand+nor | 0.2489
AOI/OAI and AO/OA | 0.2219
muxes | 0.1036
buffers and inverters | 0.03716
DFF | 0.3063
==> per-layer routing <==
metal,up-vias,GRT usage,share of wire
li1,525,-,-
met2,22,0.05684,0.36
met1,488,0.07223,0.58
met4,0,0.005922,0.017
met3,2,0.009615,0.044
met5,-,0,0
==> worst register-to-register path: stages (launching register included) <==
cell and delay [ns]:
dfxtp_1 0.32, mux4_2 0.47, o211ai_1 0.18, o22ai_1 0.10
==> cells in the final DEF, fill, tap and decap left out, drive strengths merged, types with 2 or more instances in the layout <==
cell	netlist	layout
a31o	3	3
nor2	4	4
nor3	4	4
and2	3	3
o21a	3	3
o32ai	2	2
xnor2	2	2
a32o	6	6
nand2b	2	2
buf	4	26
clkbuf	2	3
dfxtp	17	17
clkdlybuf4s50	0	9
o21ai	3	3
mux2i	7	7
mux4	2	2
nand2	17	17
dlymetal6s2s	0	3
ha	4	4
inv	2	2
nor3b	2	2
o22ai	3	3
nand3	11	11
o211ai	3	3
==> power groups by stage <==
stage / Combinational [uW] / Sequential (uW) / Clock (uW)
6_report: 227 / 386 / 292
4_1_cts: 211 / 386 / 303
5_1_grt: 246 / 387 / 317
==> flip-flops by register name, summed over array words and instances (netlist names) <==
name  flops
q_a       1
ram      16
==> through the flow <==
step	total power, uW	cell area (um^2)	worst slack, ns	instances	hold WS, ns
final	905.8	1638	0.1466	261	0.4771
after floorplan	501.0	1111	0.1668	120	0.4318
after global placement	596.5	1509	-0.3617	255	0.4608
after global routing	950.6	1638	0.04101	261	0.4893
after CTS	900.0	1573	0.005169	259	0.4783
after detailed placement	598.8	1509	-0.4219	255	0.4628
==> repair_timing <==
action                     CTS  global route
setup buffers                0             2
gates resized                4            11
hold buffers                 0             0
pin swaps                    3             3
setup endpoints to repair   12            15
==> layout make-up <==
cell class,instances,area share
Multi-Input combinational cell,95,0.4782
Sequential cell,17,0.2078
Timing Repair Buffer,38,0.1994
Tap cell,105,0.08021
Clock buffer,3,0.02521
Clock inverter,1,0.004584
Inverter,2,0.004584
==> worst paths after layout <==
check	slack [ns]	to	depth (start not counted)	from
setup reg to reg	0.61	q_a	3	ram[5]
setup / recovery	0.15	ram[5]	6	wraddr[3]
hold reg to reg	0.48	ram[12]	2	ram[12]
hold / removal	0.48	ram[12]	2	ram[12]
Power and IR drop assume default switching activity.
